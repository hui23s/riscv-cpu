## flow/design.v

```verilog
module core_clint (
    input wire clk_i,
    input wire rst_n_i,
    input wire inst_set_i,   
    input wire [2:0] inst_func_i,  
    input wire [8'd32-1:0] pc_i,
    input wire [8'd32-1:0] csr_mtvec_i,
    input wire [8'd32-1:0] csr_mepc_i,
    input wire [8'd32-1:0] csr_mstatus_i,
    input wire irq_i,
    input wire jump_flag_i,
    input wire [8'd32-1:0] jump_addr_i,
    output wire [8'd12-1:0] csr_waddr_o,
    output wire csr_waddr_vld_o,
    output wire [8'd32-1:0] csr_wdata_o,
    output wire hold_flag_o,
    output wire int_req_o,
    output wire [8'd32-1:0] int_addr_o
  );
  localparam S_CSR_IDLE = 5'd0;
  localparam S_CSR_MEPC = 5'd1;
  localparam S_CSR_MSTATUS = 5'd2;
  localparam S_CSR_MCAUSE = 5'd3;
  localparam S_CSR_MRET = 5'd4;
  localparam WR_CSR_IDLE = 5'd0;
  localparam WR_CSR_MEPC = 5'd1;
  localparam WR_CSR_MSTATUS = 5'd2;
  localparam WR_CSR_MCAUSE = 5'd3;
  localparam WR_CSR_MRET = 5'd4;
  localparam INT_TYPE_NONE = 2'b00;
  localparam INT_TYPE_EXCRPTION = 2'b01;
  localparam INT_TYPE_INTERRUPT = 2'b10;
  localparam INT_TYPE_SOFTINT= 2'b11;
  wire global_int_en;
  wire global_int_si;
  assign global_int_en = csr_mstatus_i[3];   
  assign global_int_si = csr_mstatus_i[31];  
  wire inst_set_rvi;
  assign inst_set_rvi  = inst_set_i;
  wire op_ecall;
  wire op_ebreak;
  wire op_mret;
  assign op_ecall  = inst_set_rvi && inst_func_i[2];  
  assign op_ebreak = inst_set_rvi && inst_func_i[1];  
  assign op_mret   = inst_set_rvi && inst_func_i[0];  
  reg  [1:0] irq;
  always @ (posedge clk_i or negedge rst_n_i)
  begin
    if (!rst_n_i)
    begin
      irq[1:0] <= 2'b00;
    end
    else
    begin
      irq[1:0] <= {irq[0], irq_i};
    end
  end
  wire irq_vld;
  wire irq_vld_trig;
  assign irq_vld_trig = ~irq[1] && irq[0];
  reg irq_vld_temp;
  reg  [1:0] int_type;
  reg  [4:0] int_state;
  assign irq_vld = irq_vld_trig || irq_vld_temp;
  always @ (posedge clk_i or negedge rst_n_i)
  begin
    if (!rst_n_i)
    begin
      irq_vld_temp <= 1'b0;
    end
    else
    begin
      if (int_state != WR_CSR_IDLE)
      begin
        irq_vld_temp <= 1'b0;
      end
      else
      begin
        irq_vld_temp <= irq_vld;
      end
    end
  end
  always @ (*)
  begin
    if (!rst_n_i)
    begin
      int_type  <= INT_TYPE_NONE;
      int_state <= WR_CSR_IDLE;
    end
    else
    begin
      if (op_ecall || op_ebreak)
      begin
        int_type  <= INT_TYPE_EXCRPTION;
        int_state <= WR_CSR_MEPC;
      end
      else if (op_mret)
      begin
        int_type  <= INT_TYPE_EXCRPTION;
        int_state <= WR_CSR_MRET;
      end
      else if (global_int_en && irq_vld)
      begin
        int_type  <= INT_TYPE_INTERRUPT;
        int_state <= WR_CSR_MEPC;
      end
      else if (global_int_en && global_int_si)
      begin
        int_type  <= INT_TYPE_SOFTINT;
        int_state <= WR_CSR_MEPC;
      end
      else
      begin
        int_type  <= INT_TYPE_NONE;
        int_state <= WR_CSR_IDLE;
      end
    end
  end
  reg [4:0] csr_state;
  wire [8'd32-1:0] inst_addr;
  wire [8'd32-1:0] jump_addr;
  assign inst_addr[8'd32-1:0] = pc_i[8'd32-1:0] + 32'hffff_fff8;  
  assign jump_addr[8'd32-1:0] = jump_addr_i[8'd32-1:0] + 32'hffff_fffc;  
  wire [8'd32-1:0] break_addr_soft;
  wire [8'd32-1:0] break_addr_ext;
  assign break_addr_soft[8'd32-1:0]  = {32{int_type[0] & op_ecall}}  & (jump_flag_i ? jump_addr : inst_addr)
         | {32{int_type[0] & op_ebreak}} & (jump_flag_i ? jump_addr : inst_addr);
  assign break_addr_ext[8'd32-1:0]   = {32{int_type[1]}} & (jump_flag_i ? jump_addr : inst_addr);
  wire [8'd32-1:0] break_cause_soft;
  wire [8'd32-1:0] break_cause_ext;
  assign break_cause_soft[8'd32-1:0] = {32{int_type[0] & op_ecall }} & 32'd11
         | {32{int_type[0] & op_ebreak}} & 32'd3;
  assign break_cause_ext[8'd32-1:0]  = {32{int_type[1] & ~int_type[0]}} & 32'h8000_0003
         | {32{int_type[1] &  int_type[0]}} & 32'h8000_0004;
  reg [8'd32-1:0] break_addr;
  reg [8'd32-1:0] break_cause;
  always @ (posedge clk_i or negedge rst_n_i)
  begin
    if (!rst_n_i)
    begin
      csr_state   <= S_CSR_IDLE;
      break_addr  <= 0;
      break_cause <= 0;
    end
    else
    begin
      case (csr_state)
        S_CSR_IDLE    :
        begin
          case (int_state)
            WR_CSR_MEPC :
            begin
              csr_state   <= S_CSR_MEPC;
              break_addr  <= (break_addr_soft  | break_addr_ext );
              break_cause <= (break_cause_soft | break_cause_ext);
            end
            WR_CSR_MRET :
            begin
              csr_state   <= S_CSR_MRET;
              break_cause <= 32'd0;
            end
          endcase
        end
        S_CSR_MEPC    :
          csr_state <= S_CSR_MSTATUS;
        S_CSR_MSTATUS :
          csr_state <= S_CSR_MCAUSE;
        S_CSR_MCAUSE  :
          csr_state <= S_CSR_IDLE;
        S_CSR_MRET    :
          csr_state <= S_CSR_IDLE;
        default :
        begin
          csr_state <= S_CSR_IDLE;
        end
      endcase
    end
  end
  reg [8'd12-1:0] csr_waddr;
  reg csr_waddr_vld;
  reg [8'd32-1:0] csr_wdata;
  always @ (posedge clk_i or negedge rst_n_i)
  begin
    if (!rst_n_i)
    begin
      csr_waddr_vld <= 1'b0;
      csr_waddr     <= 32'h0000_0000;
      csr_wdata     <= 32'h0000_0000;
    end
    else
    begin
      case (csr_state)
        S_CSR_MEPC    :
        begin
          csr_waddr_vld <= 1'b1;
          csr_waddr     <= {20'h0, 12'h341};
          csr_wdata     <= break_addr;
        end
        S_CSR_MSTATUS :
        begin
          csr_waddr_vld <= 1'b1;
          csr_waddr     <= {20'h0, 12'h300};
          csr_wdata     <= {csr_mstatus_i[31:4], 1'b0, csr_mstatus_i[2:0]};
        end
        S_CSR_MCAUSE  :
        begin
          csr_waddr_vld <= 1'b1;
          csr_waddr     <= {20'h0, 12'h342};
          csr_wdata     <= break_cause;
        end
        S_CSR_MRET    :
        begin
          csr_waddr_vld <= 1'b1;
          csr_waddr     <= {20'h0, 12'h300};
          csr_wdata     <= {csr_mstatus_i[31:4], csr_mstatus_i[7], csr_mstatus_i[2:0]};
        end
        default :
        begin
          csr_waddr_vld <= 1'b0;
          csr_waddr     <= 32'h0000_0000;
          csr_wdata     <= 32'h0000_0000;
        end
      endcase
    end
  end
  wire [8'd32-1:0] csr_mtvec;
  wire [8'd32-1:0] csr_mepc;
  assign csr_mtvec[8'd32-1:0] = (break_cause == 32'h8000_0004) ? (csr_mtvec_i[8'd32-1:0] + 32'h0000_0004)
         :  csr_mtvec_i[8'd32-1:0];
  assign csr_mepc[8'd32-1:0]  = csr_mepc_i[8'd32-1:0];
  reg int_req;
  reg [8'd32-1:0] int_addr;
  always @ (posedge clk_i or negedge rst_n_i)
  begin
    if (!rst_n_i)
    begin
      int_req  <= 1'b0;
      int_addr <= 32'h0000_0000;
    end
    else
    begin
      case (csr_state)
        S_CSR_MCAUSE :
        begin
          int_req  <= 1'b1;
          int_addr <= csr_mtvec;
        end
        S_CSR_MRET   :
        begin
          int_req  <= 1'b1;
          int_addr <= csr_mepc;
        end
        default :
        begin
          int_req  <= 1'b0;
          int_addr <= 32'h0000_0000;
        end
      endcase
    end
  end
  assign csr_waddr_vld_o = csr_waddr_vld;
  assign csr_waddr_o[8'd12-1:0]  = csr_waddr[8'd12-1:0];
  assign csr_wdata_o[8'd32-1:0] = csr_wdata[8'd32-1:0];
  assign hold_flag_o = (csr_state != S_CSR_IDLE) || csr_waddr_vld;
  assign int_req_o = int_req;
  assign int_addr_o[8'd32-1:0] = int_addr[8'd32-1:0];
endmodule
```

## flow/run.sh

```bash
#!/bin/bash
# OpenROAD 26Q1-2900-gdf79404cd8, Yosys 0.63+post, stock flow scripts
make -C /OpenROAD-flow-scripts/flow DESIGN_CONFIG=/design/flow/config.mk WORK_HOME=/design/flow/orfs finish
```

## flow/config.mk

```make
export PLATFORM = sky130hd
export DESIGN_NAME = core_clint
export DESIGN_NICKNAME = core_clint
export VERILOG_FILES = /design/flow/design.v
export SDC_FILE = /design/flow/constraint.sdc
export NUM_CORES = 4
export LEC_CHECK = 1
export CORE_UTILIZATION = 40
```

## flow/constraint.sdc

```tcl
current_design core_clint

set clk_period 5.3
set clk_io_pct 0.2

create_clock -name clk0 -period $clk_period [get_ports {clk_i}]

set non_clock_inputs [all_inputs -no_clocks]
set_input_delay [expr $clk_period * $clk_io_pct] -clock clk0 $non_clock_inputs
set_output_delay [expr $clk_period * $clk_io_pct] -clock clk0 [all_outputs]
```

==> impl_metrics.toml <==
# generated from flow reports
[detailed_routing]
drc = 0
wl_mm = 20.2
first_pass_iters = 5
post_drt_via_cell_ratio = 5.48
num_vias = 6131
wire_per_inst_um = 18.1
ant_nets = 0
initialDrtViolationCount = 377
num_antenna_cells = 0

[floorplanning]
chipArea_sq_mm = 0.0164
io_pins = 247
fp_util = 0.414
fp-row-count = 45
core_area_sq_mm = 0.0154
die_x_um = 128
die.size.y_um = 128

[clock_tree]
cts_root_buf = "clkbuf_16"
cts_tree = "yes"
cts_buffers = 9
cts_buffer_depth = 2
post_cts_buffers = 0
cts_sinks = 112
clk_latency_ns = 0.35
cts.htree.levels = 3
post_cts_resized = 0
hold_buffers = 0
clk_pin_slew_ns = 0.07

[critical_path]
critPathKind = "input pin to register"
cp.arrival_ns = 3.96
start_kind = "input pin"
required_ns = 5.53
cp_max_fo = 16
worst_setup_path_end_kind = "register"

[synth]
ys_cells = 680
synth-seq-area-share = 0.441
synthesis.instances = 680
top_cell_area_share = 0.441
ys_sh_aoi = 0.167
edf_count = 0
xor_area_frac = 0.0758
avgSynthCellArea_sq_um = 9.35
ys_warn_count = 1
largest_area_cell = "dfrtp_1"
synth_cell_type_count = 55
top_cell = "dfrtp_1"
numSynthFlops = 112
ys_area_sq_mm = 0.00636
ys_sh_adder = 0.0118
mux_area_frac = 0.0254
ys_sh_simple = 0.238
topCombFamilyByArea = "simple AND/OR/NAND/NOR gates"
ff_type = "dfrtp_1"
area_leaders = "dfrtp_1 (44%), xnor2_1 (5.1%), nand2_1 (4.9%), a22o_1 (4.1%), o21ai_0 (3.8%)"
common_cells = "dfrtp_1 (112), nand2_1 (83), o21ai_0 (48)"
async_flop_share = 1.00
syn_area_sq_mm = 0.00636

[grt]
antenna_found_initial = 1
grt_pass1_vias = 5658
grt_max_degree = 43
grt_pass1_wl_mm = 31.4
track_usage = 0.255
grt-ovfl-total = 0

[sta]
hold_viol_final = 0
min_period_ns = 3.73
period_used_share = 0.703
tns_ns = 0
worst_pin_slew_ns = 0.885
maxSlewViolCount = 0
finalWorstSetupSlack_ns = 1.57
fmax_ghz = 0.268
rsz0062_at_grt = "no"
maxSlewHeadroom = 0.405
setup_viol_count_final = 0
skew_ns = 0.0139

[place]
routabilityCongestion = 0.901
hpwl_mm = 16.0
preCtsSetupSlack_ns = 1.28
placed_cell_area_sq_mm = 0.00892
port_buffers = 239

[power]
powerDensity_mw_per_mm2 = 329
finalPower_mw = 3.03
power_leakage_nw = 3.63
ir_drop_mv = 0.238

[worst_hold_path]
hold_path.class = "register to register"

[final_layout]
stdcell_area_sq_mm = 0.00921
utilization = 0.599
area_growth_pct = 44.9
layout-drive-gt1-share = 0.0463

[job]
drv_cap = 0
tool_warnings = 28

[run_status]
status = "finished, final reports clean"
[cell families (layout without fill, tap and decap cells)]
kind of cell,after synthesis,in the layout
compound gates,149,149
simple gates,282,282
mux,16,16
flops,112,112
fa+ha+maj,6,6
other cells,1,7
xor+xnor,55,55
buf+inv,59,280
[worst max-delay path: stages]
cell and delay [ns]:
clkdlybuf4s50_1 0.46, nor4_1 0.80, nand4bb_1 0.67, o41ai_1 0.56, nand3_1 0.13, a32o_1 0.27
[registers in the layout (all words and copies together) (netlist names)]
name,cells
break_addr,32
csr_wdata,32
int_addr,32
break_cause,4
csr_waddr,4
csr_state,3
irq,2
csr_waddr_vld,1
int_req,1
irq_vld_temp,1
[area by class of cell]
| type | instances | area (sq um) |
|---|---|---|
| repair buffers | 250 | 2470 |
| inverters | 14 | 52.6 |
| multi-input cells | 515 | 3330 |
| clock inverters | 5 | 48.8 |
| well taps | 211 | 264 |
| clock buffers | 11 | 243 |
| flip-flops and latches | 112 | 2800 |
| fillers | 1301 | 6160 |
[stage by stage]
stage,instances,hold slack [ns]
floorplan,686,0.347
finish,1118,0.373
detailed placement,1102,0.362
global route,1118,0.398
CTS,1118,0.379
global placement,1102,0.358
[path summary, 6_finish.rpt]
kind,from,endpoint,slack (ns),cells after the start
max,jump_addr_i[10],break_addr[23],1.57,6
min,irq[0],irq[1],0.37,0
max reg2reg,irq[0],break_addr[19],2.40,10
min reg2reg,irq[0],irq[1],0.37,0
max in group asynchronous,rst_n_i,csr_wdata[12],3.24,3
min in group asynchronous,rst_n_i,csr_waddr[8],0.69,1
[where the power goes]
part | switching [mW] | total (mW) | internal, mW
combinational | 0.406 | 1.04 | 0.637
clock | 0.313 | 0.654 | 0.341
sequential | 0.178 | 1.33 | 1.16
total | 0.896 | 3.03 | 2.13
[routing by layer]
layer / vias up / track usage / share of wire
li1: 2957 / - / -
met1: 2885 / 0.394 / 0.46
met2: 270 / 0.396 / 0.45
met3: 17 / 0.0459 / 0.071
met4: 2 / 0.0360 / 0.015
met5: - / 0 / 0.00064
[layout by cell type (no fill, tap or decap), types with 15 or more instances in the layout]
cell type / n
o21ai_0: 48
nor2_1: 25
xor2_1: 18
a22o_1: 30
nor3_1: 20
clkdlybuf4s50_1: 238
nand3_1: 35
nand2_1: 83
mux2i_1: 15
o31ai_1: 25
or4_1: 23
xnor2_1: 37
dfrtp_1: 112
nor4_1: 23
Power figures rest on the tool's default switching activity, not on a simulated workload.
