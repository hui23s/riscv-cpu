===== constraint.sdc =====
current_design core_xreg

set clk_period 7.2
set clk_io_pct 0.2

create_clock -name clk0 -period $clk_period [get_ports {clk_i}]

set non_clock_inputs [all_inputs -no_clocks]
set_input_delay [expr $clk_period * $clk_io_pct] -clock clk0 $non_clock_inputs
set_output_delay [expr $clk_period * $clk_io_pct] -clock clk0 [all_outputs]

===== design.v =====
module core_xreg (
    input wire clk_i,
    input wire rst_n_i,
    input wire [8'd5-1:0] reg1_raddr_i,
    input wire [8'd5-1:0] reg2_raddr_i,
    input wire [8'd5-1:0] reg_waddr_i,
    input wire reg_waddr_vld_i,
    input wire [8'd32-1:0] reg_wdata_i,
    output wire [8'd32-1:0] reg1_rdata_o,
    output wire [8'd32-1:0] reg2_rdata_o
  );
  reg [8'd32-1:0] _x0  = 32'h0000_0000;
  reg [8'd32-1:0] _x1  = 32'h0000_0000;
  reg [8'd32-1:0] _x2  = 32'h0000_0000;
  reg [8'd32-1:0] _x3  = 32'h0000_0000;
  reg [8'd32-1:0] _x4  = 32'h0000_0000;
  reg [8'd32-1:0] _x5  = 32'h0000_0000;
  reg [8'd32-1:0] _x6  = 32'h0000_0000;
  reg [8'd32-1:0] _x7  = 32'h0000_0000;
  reg [8'd32-1:0] _x8  = 32'h0000_0000;
  reg [8'd32-1:0] _x9  = 32'h0000_0000;
  reg [8'd32-1:0] _x10 = 32'h0000_0000;
  reg [8'd32-1:0] _x11 = 32'h0000_0000;
  reg [8'd32-1:0] _x12 = 32'h0000_0000;
  reg [8'd32-1:0] _x13 = 32'h0000_0000;
  reg [8'd32-1:0] _x14 = 32'h0000_0000;
  reg [8'd32-1:0] _x15 = 32'h0000_0000;
  reg [8'd32-1:0] _x16 = 32'h0000_0000;
  reg [8'd32-1:0] _x17 = 32'h0000_0000;
  reg [8'd32-1:0] _x18 = 32'h0000_0000;
  reg [8'd32-1:0] _x19 = 32'h0000_0000;
  reg [8'd32-1:0] _x20 = 32'h0000_0000;
  reg [8'd32-1:0] _x21 = 32'h0000_0000;
  reg [8'd32-1:0] _x22 = 32'h0000_0000;
  reg [8'd32-1:0] _x23 = 32'h0000_0000;
  reg [8'd32-1:0] _x24 = 32'h0000_0000;
  reg [8'd32-1:0] _x25 = 32'h0000_0000;
  reg [8'd32-1:0] _x26 = 32'h0000_0000;
  reg [8'd32-1:0] _x27 = 32'h0000_0000;
  reg [8'd32-1:0] _x28 = 32'h0000_0000;
  reg [8'd32-1:0] _x29 = 32'h0000_0000;
  reg [8'd32-1:0] _x30 = 32'h0000_0000;
  reg [8'd32-1:0] _x31 = 32'h0000_0000;
  reg  [8'd32-1:0]              _rs1;
  reg  [8'd32-1:0]              _rs2;
  always @ (posedge clk_i)
  begin
    if (reg_waddr_vld_i)
    begin
      case (reg_waddr_i[4:0])
        5'h00 :
          _x0  <= 32'h0000_0000;
        5'h01 :
          _x1  <= reg_wdata_i;
        5'h02 :
          _x2  <= reg_wdata_i;
        5'h03 :
          _x3  <= reg_wdata_i;
        5'h04 :
          _x4  <= reg_wdata_i;
        5'h05 :
          _x5  <= reg_wdata_i;
        5'h06 :
          _x6  <= reg_wdata_i;
        5'h07 :
          _x7  <= reg_wdata_i;
        5'h08 :
          _x8  <= reg_wdata_i;
        5'h09 :
          _x9  <= reg_wdata_i;
        5'h0a :
          _x10 <= reg_wdata_i;
        5'h0b :
          _x11 <= reg_wdata_i;
        5'h0c :
          _x12 <= reg_wdata_i;
        5'h0d :
          _x13 <= reg_wdata_i;
        5'h0e :
          _x14 <= reg_wdata_i;
        5'h0f :
          _x15 <= reg_wdata_i;
        5'h10 :
          _x16 <= reg_wdata_i;
        5'h11 :
          _x17 <= reg_wdata_i;
        5'h12 :
          _x18 <= reg_wdata_i;
        5'h13 :
          _x19 <= reg_wdata_i;
        5'h14 :
          _x20 <= reg_wdata_i;
        5'h15 :
          _x21 <= reg_wdata_i;
        5'h16 :
          _x22 <= reg_wdata_i;
        5'h17 :
          _x23 <= reg_wdata_i;
        5'h18 :
          _x24 <= reg_wdata_i;
        5'h19 :
          _x25 <= reg_wdata_i;
        5'h1a :
          _x26 <= reg_wdata_i;
        5'h1b :
          _x27 <= reg_wdata_i;
        5'h1c :
          _x28 <= reg_wdata_i;
        5'h1d :
          _x29 <= reg_wdata_i;
        5'h1e :
          _x30 <= reg_wdata_i;
        5'h1f :
          _x31 <= reg_wdata_i;
      endcase
    end
  end
  always @ (*)
  begin
    if (reg_waddr_vld_i && (reg1_raddr_i == reg_waddr_i))
    begin
      if (reg1_raddr_i == 5'h00)
      begin
        _rs1 = 32'h0000_0000;
      end
      else
      begin
        _rs1 = reg_wdata_i;
      end
    end
    else
    begin
      case (reg1_raddr_i[4:0])
        5'h00 :
          _rs1 = _x0;
        5'h01 :
          _rs1 = _x1;
        5'h02 :
          _rs1 = _x2;
        5'h03 :
          _rs1 = _x3;
        5'h04 :
          _rs1 = _x4;
        5'h05 :
          _rs1 = _x5;
        5'h06 :
          _rs1 = _x6;
        5'h07 :
          _rs1 = _x7;
        5'h08 :
          _rs1 = _x8;
        5'h09 :
          _rs1 = _x9;
        5'h0a :
          _rs1 = _x10;
        5'h0b :
          _rs1 = _x11;
        5'h0c :
          _rs1 = _x12;
        5'h0d :
          _rs1 = _x13;
        5'h0e :
          _rs1 = _x14;
        5'h0f :
          _rs1 = _x15;
        5'h10 :
          _rs1 = _x16;
        5'h11 :
          _rs1 = _x17;
        5'h12 :
          _rs1 = _x18;
        5'h13 :
          _rs1 = _x19;
        5'h14 :
          _rs1 = _x20;
        5'h15 :
          _rs1 = _x21;
        5'h16 :
          _rs1 = _x22;
        5'h17 :
          _rs1 = _x23;
        5'h18 :
          _rs1 = _x24;
        5'h19 :
          _rs1 = _x25;
        5'h1a :
          _rs1 = _x26;
        5'h1b :
          _rs1 = _x27;
        5'h1c :
          _rs1 = _x28;
        5'h1d :
          _rs1 = _x29;
        5'h1e :
          _rs1 = _x30;
        5'h1f :
          _rs1 = _x31;
      endcase
    end
  end
  always @ (*)
  begin
    if (reg_waddr_vld_i && (reg2_raddr_i == reg_waddr_i))
    begin
      if (reg2_raddr_i == 5'h00)
      begin
        _rs2 = 32'h0000_0000;
      end
      else
      begin
        _rs2 = reg_wdata_i;
      end
    end
    else
    begin
      case (reg2_raddr_i[4:0])
        5'h00 :
          _rs2 = _x0;
        5'h01 :
          _rs2 = _x1;
        5'h02 :
          _rs2 = _x2;
        5'h03 :
          _rs2 = _x3;
        5'h04 :
          _rs2 = _x4;
        5'h05 :
          _rs2 = _x5;
        5'h06 :
          _rs2 = _x6;
        5'h07 :
          _rs2 = _x7;
        5'h08 :
          _rs2 = _x8;
        5'h09 :
          _rs2 = _x9;
        5'h0a :
          _rs2 = _x10;
        5'h0b :
          _rs2 = _x11;
        5'h0c :
          _rs2 = _x12;
        5'h0d :
          _rs2 = _x13;
        5'h0e :
          _rs2 = _x14;
        5'h0f :
          _rs2 = _x15;
        5'h10 :
          _rs2 = _x16;
        5'h11 :
          _rs2 = _x17;
        5'h12 :
          _rs2 = _x18;
        5'h13 :
          _rs2 = _x19;
        5'h14 :
          _rs2 = _x20;
        5'h15 :
          _rs2 = _x21;
        5'h16 :
          _rs2 = _x22;
        5'h17 :
          _rs2 = _x23;
        5'h18 :
          _rs2 = _x24;
        5'h19 :
          _rs2 = _x25;
        5'h1a :
          _rs2 = _x26;
        5'h1b :
          _rs2 = _x27;
        5'h1c :
          _rs2 = _x28;
        5'h1d :
          _rs2 = _x29;
        5'h1e :
          _rs2 = _x30;
        5'h1f :
          _rs2 = _x31;
      endcase
    end
  end
  assign reg1_rdata_o[8'd32-1:0] = _rs1[8'd32-1:0];
  assign reg2_rdata_o[8'd32-1:0] = _rs2[8'd32-1:0];
endmodule

===== config.mk =====
export PLATFORM = sky130hd
export DESIGN_NAME = core_xreg
export DESIGN_NICKNAME = core_xreg
export VERILOG_FILES = /design/flow/design.v
export SDC_FILE = /design/flow/constraint.sdc
export NUM_CORES = 4
export LEC_CHECK = 1
export CORE_UTILIZATION = 40

===== run.sh =====
#!/bin/bash
# OpenROAD 26Q1-2900-gdf79404cd8, Yosys 0.63+post, stock flow scripts
make -C /OpenROAD-flow-scripts/flow DESIGN_CONFIG=/design/flow/config.mk WORK_HOME=/design/flow/orfs finish

==> results.py <==
# Generated from Yosys and OpenROAD reports
metrics = {
    "synth": {
        "netlist_area_um2": 44600,
        "netlist.area_leader.share_pct": 66.8,
        "ys_warn_count": 1,
        "top_cell": "edfxtp_1",
        "avgSynthCellArea_um2": 14.1,
        "edf_count": 992,
        "synthTopCellsByArea": "edfxtp_1 67%, a22oi_1 11%, mux2i_1 2.6%",
        "yosys_cells": 3171,
        "top_area_cell": "edfxtp_1",
        "ys_area_um2": 44600,
        "async_flop_share_pct": 0,
        "ys_ff": 992,
        "ys.flop_type": "edfxtp_1",
        "syn-instance-count": 3171,
        "synthTopCellsByCount": "992 x edfxtp_1, 642 x a22oi_1, 153 x nand2_1",
        "yosys.stat.seqShare_pct": 66.8,
        "ys_types": 80,
    },
    "die": {
        "die_height_um": 336,
        "ios": 114,
        "core_um2": 111000,
        "die_x_um": 336,
        "rows": 122,
        "fp_util_pct": 40.3,
        "chip_area_um2": 113000,
    },
    "drt": {
        "wl_met1_um": 70900,
        "vias": 37900,
        "route.met2.wl_um": 98100,
        "detail_route.wl_per_cell_um": 49.6,
        "ant_nets": 0,
        "first_iter_violations": 4842,
        "routed-wl-met3_um": 56100,
        "top_layer_used": "met5",
        "vias_per_cell": 7.48,
        "firstDrtPassIters": 9,
        "drcViolationCount": 0,
        "wl_um": 251000,
    },
    "setup_path": {
        "end_kind": "output pin",
        "startpoint": "reg2_raddr_i[4]",
        "start_kind": "input pin",
        "worst-endpoint-arrival_ns": 5.30,
        "crit_type": "in -> out",
        "path_max_fanout": 20,
        "required_ns": 5.76,
    },
    "flow_run": {
        "max_cap_violations": 0,
        "warning_count": 26,
    },
    "cts": {
        "clock-sinks": 992,
        "cts_setup_buffers": 0,
        "cts-root-buf": "clkbuf_16",
        "cts_tree": "done",
        "htree_levels": 3,
        "cts_hold_buf": 0,
        "clockBufferDepth": 3,
        "ctsResizeCount": 0,
        "cts_buffers": 106,
        "clk_pin_slew_worst_paths_ns": 0.06,
    },
    "finish": {
        "fillers": 9430,
        "drive_above_1_share_pct": 17.9,
        "utilization_pct": 47.9,
        "area_delta_synth_final_pct": 18.9,
    },
    "global_route": {
        "antenna_found_initial": 26,
        "grt_usage_pct": 48.1,
        "grt_max_degree": 40,
        "grt.overflow.total": 0,
        "grt_pass1_wl_um": 332000,
        "grt_pass1_vias": 38500,
    },
    "final_timing": {
        "worst_pin_slew_ns": 1.08,
        "hold_viol": 0,
        "slew_headroom_pct": 28.0,
        "slew_viol_final": 0,
        "setup_viol": 0,
        "grt_setup_unrepaired": "false",
        "finalCriticalPeriod_ns": 6.74,
        "fin_crit_sh_pct": 93.6,
        "tns_ns": 0,
        "fmax_ghz": 0.148,
    },
    "hold_path": {
        "worst_hold_startpoint": "reg_wdata_i[22]",
        "min_to": "_x4[22]",
        "min_delay_path_depth": 2,
        "worstHoldPathType": "in -> reg",
    },
    "status": {
        "outcome": "completed",
    },
    "pwr": {
        "vdd_drop_max_uv": 190,
        "power_density_nw_per_um2": 251,
        "p_leak_nw": 17.1,
    },
    "placed_design": {
        "place.gp.congestion": 1.10,
        "io_buffer_count": 112,
        "place_hpwl_um": 154000,
    },
}
## worst max path at each step
stage	to
finish	reg2_rdata_o[23]
CTS	reg2_rdata_o[17]
global route	reg2_rdata_o[17]
## metrics by stage
| step | hold WS, ns | cells | cell area [um^2] | setup WS (ns) | power (mW) |
|---|---|---|---|---|---|
| floorplan | 1.54 | 3171 | 44600 | 1.42 | 6.98 |
| global placement | 2.27 | 4842 | 49300 | 0.746 | 7.66 |
| detailed placement | 2.28 | 4842 | 49300 | 0.747 | 7.66 |
| CTS | 1.53 | 5040 | 52900 | 0.727 | 13.2 |
| global route | 1.57 | 5053 | 53000 | 0.531 | 13.5 |
| finish | 1.54 | 5067 | 53000 | 0.462 | 13.3 |
## cells in the final DEF (no fill, tap or decap), types with 10 or more instances in the layout
cell	Yosys	layout
mux2_2	20	20
diode_2	0	27
a22o_1	74	74
clkdlybuf4s50_1	0	103
a22oi_1	642	642
and3_1	13	13
nor4_1	28	28
a32oi_1	31	31
a2111oi_0	15	15
and4_1	15	15
a31oi_1	10	10
clkinv_2	0	21
clkbuf_1	46	13
clkbuf_16	0	109
nor2_4	12	67
buf_12	0	32
nand2_1	153	151
a222oi_1	17	17
bufinv_16	0	14
mux2i_1	115	115
nor2b_1	21	18
nand2b_1	17	17
a221oi_1	26	26
nor2_1	120	79
o32ai_1	10	10
o22ai_1	14	14
clkinv_1	0	18
nor3_1	75	67
nand4_1	116	116
nand3_1	36	35
buf_4	40	285
edfxtp_1	992	992
a21oi_1	104	104
nor2_2	24	10
o21ai_0	83	83
## layer usage
layer	global-route usage [%]	vias to the layer above
met3	46.1	1416
met5	15.0	-
met2	60.0	4536
li1	-	13900
met4	31.9	102
met1	48.5	18000
## logic make-up after synthesis
group                     after synthesis  share of synthesized area (%)
AOI/OAI and AO/OA                    1092                           18.0
DFF                                   992                           66.8
and+or+nand+nor                       692                           8.49
buffers and inverters                 248                           3.26
muxes                                 137                           3.19
xor gates and xnor gates               10                          0.213
## area by class of cell
| type | instances | area (um^2) | share of cell area, % |
|---|---|---|---|
| Sequential cell | 992 | 29800 | 56.2 |
| Multi-Input combinational cell | 1931 | 13800 | 26.1 |
| Timing Repair Buffer | 425 | 3840 | 7.24 |
| Clock buffer | 122 | 2780 | 5.24 |
| Tap cell | 1488 | 1860 | 3.51 |
| Clock inverter | 76 | 812 | 1.53 |
| Antenna cell | 27 | 67.6 | 0.127 |
| Inverter | 6 | 22.5 | 0.0425 |
## power breakdown
group	leakage [nW]	total (mW)	internal, mW	switching (mW)
Combinational	6.44	1.15	0.373	0.778
Sequential	8.94	6.47	6.43	0.0389
Clock	1.74	5.71	3.28	2.43
## worst max-delay path, stage by stage
cell and delay (ns):
buf_2 0.62, nand2b_1 0.68, buf_4 0.29, nor2_2 0.05, buf_4 0.29, a22oi_1 0.23
nand4_1 0.14, nor4_1 0.83, a21oi_1 0.24, clkdlybuf4s50_1 0.46
No activity file was given, so power comes from the tool's default toggle rates.
