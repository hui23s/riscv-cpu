File: flow/run.sh
#!/bin/bash
# OpenROAD 26Q1-2900-gdf79404cd8, Yosys 0.63+post, stock flow scripts
make -C /OpenROAD-flow-scripts/flow DESIGN_CONFIG=/design/flow/config.mk WORK_HOME=/design/flow/orfs finish
File: flow/config.mk
export PLATFORM = sky130hd
export DESIGN_NAME = core_mau
export DESIGN_NICKNAME = core_mau
export VERILOG_FILES = /design/flow/design.v
export SDC_FILE = /design/flow/constraint.sdc
export NUM_CORES = 4
export LEC_CHECK = 1
export CORE_UTILIZATION = 30
File: flow/constraint.sdc
current_design core_mau

set clk_period 6.5
set clk_io_pct 0.2

create_clock -name clk0 -period $clk_period

set non_clock_inputs [all_inputs -no_clocks]
set_input_delay [expr $clk_period * $clk_io_pct] -clock clk0 $non_clock_inputs
set_output_delay [expr $clk_period * $clk_io_pct] -clock clk0 [all_outputs]
File: flow/design.v
module core_mau (
    input wire [5:0]                   inst_func_i,  
    input wire [1:0]                   mem_addr_i,  
    input wire [8'd32-1:0]   mem_data_i,
    input wire                         mem_data_vld_i,
    output wire [8'd32-1:0]   mem_data_o,
    output wire                         mem_data_vld_o,
    input wire [8'd32-1:0]   rbm_data_i,
    output wire [8'd32-1:0]   rbm_data_o,
    output wire [2:0]                   rbm_size_o,
    output wire                         rbm_we_o,
    output wire                         rbm_rd_o
  );
  wire                                    subop_sta1;
  wire                                    subop_sta2;
  wire                                    subop_sign;
  wire                                    subop_byte;
  wire                                    subop_half;
  wire                                    subop_word;
  assign subop_sta1 = ~inst_func_i[5];
  assign subop_sta2 =  inst_func_i[5];
  assign subop_sign = ~inst_func_i[4];  
  assign subop_byte = (inst_func_i[3:2] == 2'b01);  
  assign subop_half = (inst_func_i[3:2] == 2'b10);  
  assign subop_word = (inst_func_i[3:2] == 2'b00);  
  wire                                    op_load;
  wire                                    op_store;
  assign op_load  = inst_func_i[1];  
  assign op_store = inst_func_i[0];  
  wire [8'd32-1:0]              mem_data;
  assign mem_data = {32{subop_sta2 && op_load }} & rbm_data_i
         | {32{subop_sta1 && op_store}} & mem_data_i;
  wire [8'd32-1:0]              mem_data_b0;
  wire [8'd32-1:0]              mem_data_b1;
  wire [8'd32-1:0]              mem_data_b2;
  wire [8'd32-1:0]              mem_data_b3;
  wire [8'd32-1:0]              mem_data_h0;
  wire [8'd32-1:0]              mem_data_h1;
  wire [8'd32-1:0]              mem_data_b;
  wire [8'd32-1:0]              mem_data_h;
  wire [8'd32-1:0]              mem_data_w;
  assign mem_data_b0 = op_load ? {24'b0|{24{subop_sign && mem_data[ 7]}}, mem_data[ 7: 0]}
         : {mem_data[31:0]};
  assign mem_data_b1 = op_load ? {24'b0|{24{subop_sign && mem_data[15]}}, mem_data[15: 8]}
         : {mem_data[23:0], 8'b0 };
  assign mem_data_b2 = op_load ? {24'b0|{24{subop_sign && mem_data[23]}}, mem_data[23:16]}
         : {mem_data[15:0], 16'b0};
  assign mem_data_b3 = op_load ? {24'b0|{24{subop_sign && mem_data[31]}}, mem_data[31:24]}
         : {mem_data[ 7:0], 24'b0};
  assign mem_data_b  = {32{mem_addr_i[1:0] == 2'b00}} & mem_data_b0
         | {32{mem_addr_i[1:0] == 2'b01}} & mem_data_b1
         | {32{mem_addr_i[1:0] == 2'b10}} & mem_data_b2
         | {32{mem_addr_i[1:0] == 2'b11}} & mem_data_b3;
  assign mem_data_h0 = op_load ? {16'b0|{16{subop_sign && mem_data[15]}}, mem_data[15: 0]}
         : {mem_data[31:0]};
  assign mem_data_h1 = op_load ? {16'b0|{16{subop_sign && mem_data[31]}}, mem_data[31:16]}
         : {mem_data[15:0], 16'b0};
  assign mem_data_h  = {32{mem_addr_i[1] == 1'b0}} & mem_data_h0
         | {32{mem_addr_i[1] == 1'b1}} & mem_data_h1;
  assign mem_data_w  = {mem_data[31:0]};
  wire [8'd32-1:0]              mem_wdata;
  assign mem_wdata = {32{subop_byte}} & mem_data_b
         | {32{subop_half}} & mem_data_h
         | {32{subop_word}} & mem_data_w;
  assign mem_data_o[8'd32-1:0] = {32{subop_sta2 && op_load }} & mem_wdata[8'd32-1:0];
  assign mem_data_vld_o = subop_sta2 && op_load;
  assign rbm_size_o = {subop_word, subop_half, subop_byte};
  assign rbm_data_o[8'd32-1:0] = {32{subop_sta1 && op_store}} & mem_wdata[8'd32-1:0];
  assign rbm_we_o = subop_sta1 && op_store;
  assign rbm_rd_o = subop_sta1 && op_load;
endmodule
==> deck_impl_summary.md <==
Run Summary

Global route
  • Largest net degree at the start of global routing: between 70 and 80
  • Total GRT Usage: between 20% and 30%
  • First-pass GRT wire length: 19100 µm
  • Number of global-route vias before repair: 3431
  • Grt ovf: 0
  • Antenna violations before repair: 0

Layout
  • Most frequent logic cell in the layout: clkdlybuf4s50_1
  • Layout cells sized above 1: 4.94%
  • Number of clock buffers in the layout: 0
  • Area grow syn2layout: 60.3%
  • Register Area: 0 µm²
  • Flops: 0
  • Top Layout Cells: clkdlybuf4s50_1 (142), nand2_1 (60), a21oi_1 (53)

Worst setup path
  • CP required: 5.20 ns
  • Worst path cell trace: clkdlybuf4s50_1 -> nand2_2 -> inv_2 -> a221oi_1 -> a2111oi_4 -> a221oi_1 -> o22a_1 -> nor2_1 -> clkdlybuf4s50_1
  • Crit path capture type: output port
  • Setup CP Type: in -> out
  • CP max-delay cell: clkdlybuf4s50_1
  • Crit path DAT: 4.56 ns
  • Critical path peak fanout: 22
  • Crit start category: input port
  • CP peak stage delay: roughly 0.96 ns

Synth
  • Yosys chip area: 2420 µm²
  • Cell area leaders: a21oi_1 (11%), nand2_1 (9.3%), a22oi_1 (8.1%)
  • Comb area leader: AND-OR/OR-AND gates
  • Synth warn: 0
  • Synthesized instance count: 414
  • Basic Gates by Area: about 28%
  • Cells in synth_stat.txt: 414
  • Top cell area share: 11.0%
  • Biggest area consumer among synthesized cells: a21oi_1
  • Synth Area in Adders: 0%
  • Mux cell area share: 0%
  • Distinct cells, synth: 48
  • Aoi share: 60.9%
  • Seq share, synth: 0%
  • Mean post-synth cell area: 5.84 µm²
  • Post-synthesis xor/xnor area fraction: 0%
  • Cell area after synthesis: 2420 µm²

Detailed routing
  • Total wire length: 12400 µm
  • DR iter-0 viols: 346
  • Wire per inst: 19.7 µm
  • DRT antenna net count: 0
  • DRT Pass-1 Iters: 5
  • Number of vias per cell: 6.11
  • Detailed-route DRC error count: 0
  • DR vias: 3836
  • Diodes inserted: 0

Die
  • Core Util at FP: 31.1%
  • Chip Width: 91.8 µm
  • I/O pin cnt: 143
  • Die area: 8420 µm²
  • Row count: 32
  • Die height: just over 90 µm
  • Core area: 7770 µm²

Clock network
  • Post-CTS Setup Inserts: 0
  • CTS hold repair buffers: 0
  • PostCTS Resize Cnt: 0

Power and ir drop
  • LEAKAGE: about 1.4 nW
  • VDD IR max: 0.0289 mV
  • Pwr Density: 62.1 nW/µm²

Job
  • Maximum capacitance violations: 0
  • OpenROAD warnings: 33

Worst hold path
  • Worst min path class: in -> out
  • Worst hold path depth: 4

Placement
  • I/O Buffers: 142
  • Routability cong.: 0.934
  • DP Wirelength: 9630 µm

Timing
  • Peak Freq: around 0.17 GHz
  • Fin Setup TNS: 0 ns
  • Unrepaired setup endpoints after global routing: false
  • Fin crit share: 90.2%
  • Slew Limit Fails: 0
  • Rel. slew slack: 33.4%
  • Setup violators final: 0
  • Fin. Hold Viols: 0
  • Slew at the pin closest to its max-slew limit: ~0.97 ns
  • Post-layout minimum cycle time: 5.86 ns
  • Final hold slack: 3.73 ns

Status
  • Status: complete, no violations
report_power, final:
part	switching [mW]	internal [mW]	total, mW
sequential	0	0	0
clock	0	0	0
combinational	0.125	0.116	0.241
cells in the mapped netlist, drive strengths merged:
cell     number
nor3          8
nand3b        5
and3          2
a21bo         2
a222oi        2
o21ai        16
o22a          9
o311ai        1
a21boi        3
a311o         2
nand2        61
and3b         1
a22oi        26
o221ai       20
a2bb2oi       1
and2         19
a211oi        6
inv          13
o2111ai       1
buf          22
a311oi        2
o21a          1
o211ai       11
nand4         1
a22o          8
nand2b        1
a21o          7
a21oi        54
o21bai        1
o31a          1
o22ai        18
nor2         37
a31oi         2
a221oi       10
nand3        16
clkbuf       22
a2111oi       2
kinds of logic after synthesis:
group	after synthesis
AND-OR/OR-AND	206
buffers and inverters	57
AND/OR/NAND/NOR	151
final timing paths:
kind	slack [ns]	from	endpoint
min	3.73	mem_data_i[11]	rbm_data_o[27]
max	0.64	inst_func_i[5]	rbm_data_o[12]
layout make-up:
type / instances / area, µm²
repair buffers: 156 / 1540
well taps: 102 / 128
multi-input cells: 357 / 2160
fillers: 788 / 3890
inverters: 13 / 48.8
per-layer routing:
layer | up-vias | GRT usage, % | wire (µm)
li1 | 1828 | - | -
met1 | 1737 | 44.0 | 5620
met2 | 265 | 43.8 | 5380
met3 | 6 | 4.64 | 1290
met4 | 0 | 2.34 | 82
met5 | - | 0 | 0
critical path: cells and delay by family:
kind	cells	cell delay [ns]
AND-OR/OR-AND	4	1.27
buffers and inverters	3	1.76
AND/OR/NAND/NOR	2	0.22
through the flow:
stage               std cells  util [%]  cell area [µm²]  setup WS, ns  power, mW
floorplan                 414         -             2420          2.49      0.121
global placement          628      49.9             3870         0.733      0.237
detailed placement        628      49.9             3870         0.714      0.236
CTS                       628      49.9             3870         0.728      0.237
global route              628      49.9             3870         0.483      0.260
finish                    628      49.9             3870         0.638      0.241
Power is estimated from default activity; no workload was simulated.
